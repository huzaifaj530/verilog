==> /design/flow/design.v <==
`timescale 1ns / 1ps
module Reg_file(
input clk,wr,
input [3:0] r1,r2,rw ,
input [7:0] data_in,
output [7:0] out1,out2   );
reg [7:0] Registers [3:0];
reg [7:0] out1,out2;
always@(posedge clk)begin
	if(wr)
		Registers[rw]<=data_in;
	else
		begin
		out1<=Registers[r1];
		out2<=Registers[r2];
		end
end
endmodule
==> /design/flow/run.sh <==
#!/bin/bash
# OpenROAD 26Q1-2900-gdf79404cd8, Yosys 0.63+post, stock flow scripts
make -C /OpenROAD-flow-scripts/flow DESIGN_CONFIG=/design/flow/config.mk WORK_HOME=/design/flow/orfs finish
==> /design/flow/config.mk <==
export PLATFORM = sky130hd
export DESIGN_NAME = Reg_file
export DESIGN_NICKNAME = Reg_file
export VERILOG_FILES = /design/flow/design.v
export SDC_FILE = /design/flow/constraint.sdc
export NUM_CORES = 4
export LEC_CHECK = 1
export CORE_UTILIZATION = 50
==> /design/flow/constraint.sdc <==
current_design Reg_file

set clk_period 1.6
set clk_io_pct 0.2

create_clock -name clk0 -period $clk_period [get_ports {clk}]

set non_clock_inputs [all_inputs -no_clocks]
set_input_delay [expr $clk_period * $clk_io_pct] -clock clk0 $non_clock_inputs
set_output_delay [expr $clk_period * $clk_io_pct] -clock clk0 [all_outputs]
==> flow_summary.json <==
{
  "power.switching_mw": 0.4194,
  "place_inst": 161,
  "cp-end-kind": "flip-flop",
  "worstSkewPairLatency_ns": 0.28,
  "worst-slew-pin-transition_ns": 0.1616,
  "clock.fmax_ghz": 0.6824,
  "cts-htree-levels": 2,
  "crit_fanout": 4,
  "routedWlPerCell_microns": 16.42,
  "final-comb-area_sq_um": 391.6,
  "cts_tree": "done",
  "portBuffers": 31,
  "combPwrFrac_pct": 10.2,
  "drt_iter0_drc": 43,
  "dr.pass1.iters": 4,
  "cp.depth": 3,
  "cts_hold_buf": 0,
  "die-area_sq_um": 3987,
  "syn2layout_area_growth_pct": 28.98,
  "layout_setup_ws_ns": 0.1346,
  "ff2ff_setup_slack_ns": 0.48,
  "max-slew-margin-rel_pct": 89.21,
  "ys_cells": 73,
  "die_x_microns": 63.15,
  "cts_buffer_depth": 2,
  "yosysWarningCount": 1,
  "postSynthAreaPerCell_sq_um": 25.61,
  "yosys-stat-area_sq_um": 1869,
  "grt_overflow_total": 0,
  "p_int_mw": 1.918,
  "syn_inst": 73,
  "preCtsSetupSlack_ns": -0.1745,
  "gp_congestion": 0.7955,
  "layout_top_cells": "edfxtp_1 (48), clkdlybuf4s50_1 (31), mux4_2 (16)",
  "min_to": "out1[5]$_DFFE_PN_",
  "grt_pass1_vias": 967,
  "antenna_left": 0,
  "cp_top_family": "buffers and inverters",
  "crit_buf_inv": 2,
  "power_mw": 2.337,
  "status": "finished clean",
  "finalHoldViolCount": 0,
  "numCtsBuffers": 5,
  "drc_errors": 0,
  "syn_area_sq_um": 1869,
  "arrival_ns": 1.49,
  "cts_resized": 0,
  "drive_gt1_share_pct": 30.00,
  "clk_pin_slew_ns": 0.07,
  "grt_start_max_net_pins": 17,
  "r2r_start": "Registers[3][4]$_DFFE_PP_",
  "mostFrequentLayoutCell": "edfxtp_1",
  "slowest_stage": "mux4_2",
  "grt_pass1_wl_microns": 4450,
  "coreArea_sq_um": 3468,
  "warning_count": 32,
  "antenna_cells": 0,
  "seq_area_sq_um": 1441,
  "antenna_found_initial": 0,
  "design_area_sq_um": 2411,
  "finalWirelength_microns": 2725,
  "fillers": 231,
  "clock_sinks": 48,
  "finalCriticalPeriod_ns": 1.465,
  "drv_slew": 0,
  "critical_path.cell_chain": "clkdlybuf4s50_1 > buf_4 > mux4_2",
  "fp.dieH_microns": 63.15,
  "switching_share_pct": 17.94,
  "p_leak_nw": 0.8187,
  "ios": 38,
  "skew_ns": 0.001305,
  "hold_class": "reg2reg",
  "ctsRootBufferMaster": "clkbuf_8",
  "holdPathStages": 1,
  "ir_worst_vdd_v": 0.0007411,
  "post_cts_buffers": 0,
  "crit_type": "in2reg",
  "r2r-end": "out2[4]$_DFFE_PN_",
  "vias": 877,
  "dp_hpwl_microns": 2104,
  "max_stage_delay_ns": 0.51,
  "p_per_area_nw_per_um2": 969.3,
  "finalSetupViolations": 0,
  "power_frac_clock_pct": 25.9,
  "seq_power_share_pct": 63.9,
  "period_used_pct": 91.58,
  "rows": 21,
  "reg2reg_depth": 1,
  "instances_no_fill": 166,
  "grt.total_usage_pct": 17.33,
  "initCoreUtil_pct": 53.90,
  "synth_flops": 48,
  "dpl_cell_area_sq_um": 2342,
  "postSynthSeqShare_pct": 77.11,
  "netlist-cell-type-count": 8,
  "cp-start-kind": "input port",
  "vias_per_cell": 5.283,
  "hp-start": "Registers[3][5]$_DFFE_PP_",
  "crit_required_ns": 1.63,
  "max_cap_violations": 0,
  "rsz0062_at_grt": "false"
}
==> logic make-up (layout without fill, tap and decap cells) <==
group	after synthesis	after routing	share of synthesized area [%]
buffers and inverters	5	52	1.941
flip-flops	48	48	77.11
multiplexers	16	16	19.28
AND/OR/NAND/NOR	4	4	1.674
==> flip-flops by register name, indices dropped and copies added, names as in the netlist <==
signal,count
out2,8
Registers,32
out1,8
==> synth_stat cells <==
cell type,number,area (sq um)
and3b_1,2,17.52
edfxtp_1,48,1441
buf_6,2,22.52
nor3b_1,1,7.510
and3_1,1,6.260
inv_1,1,3.750
mux4_2,16,360.4
clkbuf_2,2,10.01
==> worst max path at each step <==
stage / from / to / slack, ns
6_report: r1[0] / out1[0]$_DFFE_PN_ / 0.13
4_1_cts: r1[0] / out1[0]$_DFFE_PN_ / 0.13
5_1_grt: r2[0] / out2[6]$_DFFE_PN_ / 0.13
==> power groups by stage <==
stage / Sequential [mW] / Combinational [mW] / Clock [mW]
4_1_cts: 1.49 / 0.243 / 0.627
6_report: 1.49 / 0.239 / 0.605
5_1_grt: 1.50 / 0.258 / 0.683
==> per-layer routing <==
metal	vias up	routed length [microns]	GRT usage (%)	share of wire, %
met1	438	939	23.52	34
met2	23	1656	31.72	61
met3	2	113	4.228	4.1
met4	0	16	2.035	0.59
met5	-	0	0	0
li1	414	-	-	-
==> area by class of cell <==
type	count	area share, %
flip-flops and latches	48	59.78
clock buffers	5	2.854
multi-input cells	20	16.24
inverters	1	0.1557
well taps	46	2.387
repair buffers	46	18.58
==> stage by stage <==
step           TNS [ns]  hold slack [ns]  util [%]
6_report              0           0.6570     69.52
5_1_grt               0           0.6664     69.52
4_1_cts               0           0.6534     69.52
3_5_place_dp     -2.398           0.6426     67.53
3_3_place_gp     -2.275           0.6321     67.53
2_1_floorplan         0           0.4189         -
Power figures rest on the tool's default switching activity, not on a simulated workload.
