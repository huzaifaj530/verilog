==> ./design.v <==
`timescale 1ns / 1ps
module RAM_singlePort(  output [7:0] data_out,
    input [7:0] address,
    input [7:0] data_in, 
    input wr,
    input clk);
    reg [7:0] memory [0:255];
	 reg [7:0] data_out;
    always @(posedge clk) begin
        if (wr)
            memory[address] = data_in;
        else
				data_out = memory[address];
    end
endmodule
==> ./run.sh <==
#!/bin/bash
# OpenROAD 26Q1-2900-gdf79404cd8, Yosys 0.63+post, stock flow scripts
make -C /OpenROAD-flow-scripts/flow DESIGN_CONFIG=/design/flow/config.mk WORK_HOME=/design/flow/orfs finish
==> ./config.mk <==
export PLATFORM = sky130hd
export DESIGN_NAME = RAM_singlePort
export DESIGN_NICKNAME = RAM_singlePort
export VERILOG_FILES = /design/flow/design.v
export SDC_FILE = /design/flow/constraint.sdc
export NUM_CORES = 4
export LEC_CHECK = 1
export CORE_UTILIZATION = 40
==> ./constraint.sdc <==
current_design RAM_singlePort

set clk_period 8.7
set clk_io_pct 0.2

create_clock -name clk0 -period $clk_period [get_ports {clk}]

set non_clock_inputs [all_inputs -no_clocks]
set_input_delay [expr $clk_period * $clk_io_pct] -clock clk0 $non_clock_inputs
set_output_delay [expr $clk_period * $clk_io_pct] -clock clk0 [all_outputs]
==> run_results.csv <==
group,metric,value,unit
run_status,outcome,"finished with violations",
run_status,violations,"capacitance limit, slew limit",
global_routing,grt_pass1_wl,545000,um
setup_path,reg2reg_slack,4.67,ns
global_routing,grt_most_used_layer,"met2",
sta,rsz0062_at_grt,"false",
route,first_iter_violations,6490,
setup_path,critPathArrivalTime,6.76,ns
route,first_pass_iters,10,
setup_path,max_stage_delay,1.14,ns
setup_path,critPathMostFrequentCell,"buf_4",
clock_network,cts_resized,0,
power_and_ir_drop,ir_worst_vdd,194,uV
sta,max_freq,0.163,GHz
logic_synthesis,ys_seq_elements,2056,
floorplan,dieArea,198000,um2
clock_network,htree_levels,4,
setup_path,worstReg2RegStart,"memory[246][3]",
worst_hold_path,holdPathEnd,"data_out[4]",
finish,area_delta_synth_final,17.6,%
setup_path,reg2reg_depth,5,
floorplan,die_h,445,um
worst_hold_path,whs_path_depth,1,
setup_path,critical_path_buf_inv_count,3,
logic_synthesis,yosysSeqAreaShare,78.7,%
setup_path,cp-start-kind,"primary input",
route,num_vias,55900,
global_routing,use_met1,47.3,%
place,placement.io_buffers,25,
power_and_ir_drop,leakagePower,28.8,nW
logic_synthesis,synthTopCellsByArea,"edfxtp_1, a22oi_1, a32oi_1",
sta,drv_slew,17,
flow_run,maxCapViolCount,3,
clock_network,clk_path_buf_depth,3,
logic_synthesis,largest_area_cell,"edfxtp_1",
logic_synthesis,synthCells,4734,
setup_path,critPathTopFamily,"simple AND/OR/NAND/NOR gates",
clock_network,path_clk_slew,0.06,ns
global_routing,grt_util_met2,57.6,%
logic_synthesis,yosysUniqueCellTypes,70,
setup_path,worstPathCellList,"buf_4, nand4bb_4, buf_4, buf_4, nor2_1, a2111oi_0, nand4_1, nor4_1, nand4_1, o32a_1",
flow_run,warnings,30,
route,vias_per_cell,7.02,
logic_synthesis,ys_cells,4734,
sta,finalClockPeriodUsage,70.4,%
clock_network,cts_setup_buffers,0,
floorplan,io_pins,26,
global_routing,grt_pass1_vias,55900,
setup_path,cp-end-kind,"flop",
sta,clock_skew,0.0981,ns
logic_synthesis,synth-edff-count,2056,
worst_hold_path,worstHoldStart,"memory[0][4]",
global_routing,grt.overflow.total,0,
sta,setup_tns,0,ns
setup_path,reg2reg_to,"data_out[3]",
clock_network,clk_latency,0.92,ns
logic_synthesis,synth_async_sr_flop_share,0,%
route,drc,0,
route,wire_per_inst,53.2,um
setup_path,cp.required,9.34,ns
logic_synthesis,avgSynthCellArea,16.6,um2
clock_network,clock-sinks,2056,
global_routing,grt_max_degree,115,
route,ant_nets,0,
sta,slew_headroom,-18.6,%
place,post-dp-hpwl,286000,um
setup_path,crit_fanout,30,
clock_network,cts_root_buf,"clkbuf_16",
logic_synthesis,ff_type,"edfxtp_1",
clock_network,numCtsBuffers,208,
global_routing,use_met3,43.6,%
floorplan,rows,162,
sta,hold_viol,0,
clock_network,cts_tree,"built",
logic_synthesis,top_area_share,78.7,%
power_and_ir_drop,power_density,233,nW/um2
logic_synthesis,ys_warn_count,2,
place,gp_congestion,1.19,
route,drt-total-wl,424000,um
setup_path,criticalPathCategory,"in2reg",
sta,min_period,6.13,ns
sta,setup_viol,0,
setup_path,critPathSlowestCell,"a2111oi_0",
global_routing,antenna_found_initial,35,
logic_synthesis,ys_area,78500,um2
sta,worst_pin_slew,1.78,ns
sta,whs,0.558,ns
global_routing,grt_use_total,46.9,%
floorplan,fp_util,40.2,%
finish,drive_above_1_share,18.5,%
clock_network,postCtsHoldBufs,0,
floorplan,core,195000,um2
logic_synthesis,synth_area,78500,um2
floorplan,dieWidth,445,um
worst_hold_path,hold_class,"reg2reg",
area by class of cell:
cell class / count / area (um2)
tap: 2624 / 3280
clock buffer: 242 / 5330
sequential: 2056 / 61700
inverter: 3 / 11.3
multi-input combinational: 2292 / 15700
timing repair buffer: 570 / 4490
antenna: 40 / 100
fill: 16300 / 103000
clock inverter: 140 / 1680
registers in the layout, summed over array words and instances, names as in the netlist:
register and cells:
memory 2048, data_out 8
per-stage QoR:
stage | power, mW | util (%) | cells | instance area, um2 | setup slack, ns
floorplan | 11.6 | - | 4734 | 78500 | 3.98
global placement | 12.3 | 43.7 | 7543 | 85200 | 1.95
global route | 21.8 | 47.3 | 7943 | 92200 | 2.83
detailed placement | 12.3 | 43.7 | 7544 | 85200 | 2.08
finish | 21.5 | 47.3 | 7967 | 92300 | 2.57
CTS | 21.4 | 47.3 | 7926 | 92200 | 3.01
worst max-delay path by stage:
stage           from           to  slack [ns]  cells after the start
4_1_cts   address[2]  data_out[4]        3.01                     11
6_report  address[3]  data_out[2]        2.57                     10
5_1_grt   address[2]  data_out[4]        2.83                     11
where the power goes:
part | internal [mW] | switching [mW] | total (mW) | leakage (nW)
logic | 0.189 | 0.844 | 1.03 | 6.80
clock network | 5.30 | 4.01 | 9.31 | 3.40
registers | 11.1 | 0.0657 | 11.1 | 18.6
synth_stat cells (6+ instances only):
master,count
o211ai_1,17
o22ai_1,152
or4_1,25
a21oi_1,181
a211oi_1,8
buf_6,7
nand3_1,253
nor4_1,63
or3_1,8
a32o_1,9
clkbuf_1,184
and4b_1,8
a31oi_1,12
o22a_1,14
nor4bb_1,10
a22oi_1,481
nand2b_1,11
buf_1,77
nor2b_1,6
a22o_1,69
nand4_1,106
a2111oi_0,10
or4b_2,8
nand2_1,84
buf_4,10
and3_1,39
nor4b_1,9
a221oi_1,57
o2111ai_1,8
edfxtp_1,2056
buf_2,105
nor3_1,66
o21ai_0,45
a32oi_1,146
nand4bb_1,11
nor2_1,226
a222oi_1,76
cells in the final DEF, fill, tap and decap left out, types with 84 or more instances in the layout:
cell,netlist,layout
a21oi_1,181,176
a22oi_1,481,481
a32oi_1,146,146
buf_4,10,533
clkbuf_16,0,208
edfxtp_1,2056,2056
nand2_1,84,84
nand3_1,253,253
nand4_1,106,106
nor2_1,226,212
o22ai_1,152,152
metal layers:
layer | vias to the layer above | wire length [um] | share of wire (%)
met2 | 5935 | 168000 | 40
met1 | 27600 | 118000 | 28
met5 | - | 6500 | 1.5
met4 | 145 | 40500 | 9.6
li1 | 20800 | - | -
met3 | 1530 | 90800 | 21
cell families (layout without fill, tap and decap cells):
kind of cell / Yosys count / after routing / synth area share, %
DFF: 2056 / 2056 / 78.7
buffers and inverters: 386 / 955 / 2.13
other: 0 / 40 / 0
muxes: 2 / 2 / 0.0255
AOI/OAI and AO/OA: 1320 / 1320 / 12.5
and+or+nand+nor: 970 / 970 / 6.67
worst register-to-register path, cell delays in order (launching register included):
cell      delay, ns
edfxtp_1       0.44
a222oi_1       1.48
o22ai_1        0.33
or4_1          0.64
or3_1          0.49
o32a_1         0.38
Power and IR drop assume default switching activity.
