$ cat design/flow/design.v
`timescale 1ns / 1ps
module data_memory(read_data,clk,address,write_data,mem_rd,mem_wr);
input clk;
input [31:0] address;
input [31:0] write_data;
input mem_rd;
input mem_wr;
reg [31:0] memory[31:0];
output reg [31:0] read_data;
always@(posedge clk)begin
	if(mem_rd==1)
		read_data=memory[address];
	if(mem_wr==1)
		memory[address]=write_data;
end
endmodule
$ cat design/flow/run.sh
#!/bin/bash
# OpenROAD 26Q1-2900-gdf79404cd8, Yosys 0.63+post, stock flow scripts
make -C /OpenROAD-flow-scripts/flow DESIGN_CONFIG=/design/flow/config.mk WORK_HOME=/design/flow/orfs finish
$ cat design/flow/config.mk
export PLATFORM = sky130hd
export DESIGN_NAME = data_memory
export DESIGN_NICKNAME = data_memory
export VERILOG_FILES = /design/flow/design.v
export SDC_FILE = /design/flow/constraint.sdc
export NUM_CORES = 4
export LEC_CHECK = 1
export CORE_UTILIZATION = 40
$ cat design/flow/constraint.sdc
current_design data_memory

set clk_period 4.5
set clk_io_pct 0.2

create_clock -name clk0 -period $clk_period [get_ports {clk}]

set non_clock_inputs [all_inputs -no_clocks]
set_input_delay [expr $clk_period * $clk_io_pct] -clock clk0 $non_clock_inputs
set_output_delay [expr $clk_period * $clk_io_pct] -clock clk0 [all_outputs]
==> flow_summary.ini <==
; yosys + openroad results
[run_status]
status = finished clean

[sta]
layout_setup_ws_ns = 0.969
tns_ns = 0
setup_viol = 0
skew_ns = 0.0379
rsz0062_at_grt = no
layout_min_cycle_time_ns = 3.53
max_freq_ghz = 0.283
worstMarginPinSlew_ns = 0.983
finalHoldViolCount = 0
slew_viol_final = 0
slew_headroom_pct = 34.2
finalClockPeriodUsage_pct = 78.5

[routing]
via_per_inst = 5.50
wl_per_cell_um = 26.3
dr.first_iter.drc_count = 1221
drc_errors = 0
drtAntennaViolNets = 0
num_vias = 20100
antennaDiodeCount = 0
firstDrtPassIters = 5
wirelength_um = 96200

[synth]
syn_avg_cell_area_um2 = 19.0
synth_cells = 2107
yosysCellCount = 2107
synth_flops = 1056
synth-edff-count = 1056
synth_seq_share_pct = 79.2
top_cell_area_share_pct = 79.2
synthDistinctLibCells = 22
yosys_area_um2 = 40100
synth_area_um2 = 40100
area_leaders = edfxtp_1 79%, mux2i_1 13%, o22ai_1 4.0%
largest_area_cell = edfxtp_1
synth_async_sr_flop_share_pct = 0
ys_top_cells_by_count = 1056 x edfxtp_1, 512 x mux2i_1, 256 x o22ai_1
ys.flop_type = edfxtp_1
most_common_cell = edfxtp_1
ys.warnings.count = 1

[cts]
clock_sinks = 1056
numCtsBuffers = 104
cts_root_buf = clkbuf_16
post_cts_buffers = 0
clk_latency_ns = 0.69
cts_tree = built
cts_buffer_depth = 3
clk_pin_slew_ns = 0.06
h-tree-depth = 3
hold_buffers = 0
cts_resized = 0

[placement]
placement.cell_area_um2 = 43200
post-dp-hpwl_um = 53700
dp.cells = 3472
port_buffers = 71
gp_congestion = 0.838
dp_slack_ns = 0.343

[die]
rows = 115
die_h_um = 318
core_um2 = 98900
ioPinCount = 99
die_area_um2 = 101000
fp_util_pct = 40.5
dieWidth_um = 318

[critical_path]
worst-endpoint-arrival_ns = 3.90
cp_top_family = buffers and inverters
cp_max_fo = 19
cp.buffers_inverters = 3
startpoint_type = input pin
worstSetupPathType = input pin to register
end_kind = register
crit_slowest_cell = clkdlybuf4s50_1
cp_slowest_stage_delay_ns = 0.85
path_cells = clkdlybuf4s50_1, buf_4, nand3b_1, nor2_4, buf_12
cp.required_ns = 4.87

[global_routing]
grt_max_degree = 95
grt_pass1_wl_um = 140000
grt_pass1_vias = 21300
antenna_found_initial = 1
grt-ovfl-total = 0
grt_usage_pct = 20.8

[pwr]
p_per_area_nw_per_um2 = 437
leakagePower_nw = 15.9
ir_drop_v = 0.000329

[layout]
syn_to_final_growth_pct = 16.1
design_area_um2 = 46500
drive_gt1_share_pct = 13.8
stdcell_count = 3659
final_util_pct = 47.1

[worst_hold_path]
hold_path_class = register to register

[job]
maxCapViolCount = 0
warnings = 53
[final timing paths]
check,start,endpoint,slack [ns],depth (start not counted)
worst max-delay path,address[0],memory[6][28]$_DFFE_PP_,0.97,5
worst min-delay path,memory[9][18]$_DFFE_PP_,read_data[18]$_DFFE_PP_,0.73,4
worst max register to register,memory[3][22]$_DFFE_PP_,read_data[22]$_DFFE_PP_,2.74,4
worst min register to register,memory[9][18]$_DFFE_PP_,read_data[18]$_DFFE_PP_,0.73,4
[per-stage QoR]
step	total power, W	hold WS, ns
5_1_grt	0.0209	0.769
2_1_floorplan	0.0117	0.651
3_3_place_gp	0.0121	0.723
3_5_place_dp	0.0122	0.719
6_report	0.0203	0.730
4_1_cts	0.0204	0.735
[final cells by class]
cell class,instances,area (µm²)
well taps,1287,1610
fillers,7850,52300
repair buffers,204,1970
clock buffers,122,2690
clock inverters,65,626
flip-flops and latches,1056,31700
multi-input cells,925,7920
[cells in the final DEF, fill, tap and decap left out, drive strengths merged, types with 6 or more instances in the layout]
cell type      instances
clkinv                49
buf                  135
bufinv                 9
nand4bb                6
clkbuf               122
o22ai                256
nor2                  29
nand2                 34
edfxtp              1056
clkdlybuf4s50         69
nor4                  64
mux2i                512
[registers in the layout, indices dropped and copies added (netlist names)]
signal and count:
read_data 32, memory 1024
[routing by layer]
metal	GRT usage, %	part of all wire (%)	vias up
met3	16.1	17	128
met5	1.13	0.17	-
met4	3.61	2.0	6
li1	-	-	8975
met1	24.6	34	9883
met2	31.2	47	1137
[report_power, final]
part	switching, W	total (W)	internal (W)
sequential	0.0000378	0.0110	0.0110
combinational	0.000572	0.000924	0.000352
clock	0.00357	0.00837	0.00480
total	0.00418	0.0203	0.0161
[worst min-delay path, delay by kind of cell, from the launching register on]
| kind | cells | cell delay (ns) |
|---|---|---|
| flops | 1 | 0.32 |
| compound gates | 1 | 0.12 |
| simple gates | 2 | 0.12 |
| mux | 1 | 0.06 |
[kinds of logic (layout without fill, tap and decap cells)]
logic type,count (synthesis),after routing,share of synthesized area [%]
buffers and inverters,126,391,1.81
multiplexers,512,512,12.8
AND-OR/OR-AND,256,256,4.00
flip-flops,1056,1056,79.2
AND/OR/NAND/NOR,157,157,2.25
No activity file was given, so power comes from the tool's default toggle rates.
